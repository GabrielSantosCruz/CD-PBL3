==> flow/design.v <==
module bcd_counter_1s(clock, bcd, Bs, Vs, Error);
	input clock, Bs, Vs, Error;
	output [3:0] bcd;
	wire A, B, C, D;  
	wire d0, d1, d2, d3;  
	assign d3 = (!A & B & C & D || A & !B & !C & !D) && (Bs || Vs) && !Error;
	assign d2 = (!A & (B & !C || C & (B ^ D))) && (Bs || Vs) && !Error;
	assign d1 = (!A & (C ^ D)) && (Bs || Vs) && !Error;
	assign d0 = (!D & (!A || A & !B & !C)) && (Bs || Vs) && !Error;
	flipflop_D c0(.D(d3), .clock(clock), .Q(A));
	flipflop_D c1(.D(d2), .clock(clock), .Q(B));
	flipflop_D c2(.D(d1), .clock(clock), .Q(C));
	flipflop_D c3(.D(d0), .clock(clock), .Q(D));
	assign bcd[3] = A;
	assign bcd[2] = B;
	assign bcd[1] = C;
	assign bcd[0] = D;
endmodule 
module flipflop_D(D, clock, Q);
	input D, clock;
	output reg Q;
	always @(posedge clock) begin
		Q <= D;
	end
endmodule
==> flow/run.sh <==
#!/bin/bash
# OpenROAD 26Q1-2900-gdf79404cd8, Yosys 0.63+post, stock flow scripts
make -C /OpenROAD-flow-scripts/flow DESIGN_CONFIG=/design/flow/config.mk WORK_HOME=/design/flow/orfs finish
==> flow/config.mk <==
export PLATFORM = sky130hd
export DESIGN_NAME = bcd_counter_1s
export DESIGN_NICKNAME = bcd_counter_1s
export VERILOG_FILES = /design/flow/design.v
export SDC_FILE = /design/flow/constraint.sdc
export NUM_CORES = 4
export LEC_CHECK = 1
export CORE_AREA = 10 10 70 70
export DIE_AREA = 0 0 80 80
==> flow/constraint.sdc <==
current_design bcd_counter_1s

set clk_period 1.0
set clk_io_pct 0.2

create_clock -name clk0 -period $clk_period [get_ports {clock}]

set non_clock_inputs [all_inputs -no_clocks]
set_input_delay [expr $clk_period * $clk_io_pct] -clock clk0 $non_clock_inputs
set_output_delay [expr $clk_period * $clk_io_pct] -clock clk0 [all_outputs]
==> impl_metrics.csv <==
group,metric,value,unit
run_status,status,"complete, but fails checks",
final_timing,worstMarginPinSlew,0.310,ns
critical_path,rrSetupSlack,-0.04,ns
clock_network,cts_buffers,3,
critical_path,end_kind,"register",
routing,ant_nets,0,
global_route,antenna_found_initial,0,
routing,antenna-diode-count,0,
pwr,leakagePower,0.000120,uW
layout,drive_gt1_share,41.4,%
critical_path,crit_arrival,1.20,ns
job,maxCapViolCount,0,
yosys,syn_area_per_cell,10.1,um^2
yosys,yosysWarnings,1,
placement,portBuffers,7,
routing,route.vias.total,174,
layout,fillers,413,
pwr,power.density,1240,nW/um^2
placement,gp_congestion,0.773,
clock_network,cts_tree,"done",
final_timing,drv_slew,0,
yosys,ys_cells,19,
yosys,yosys.cell_types.count,12,
yosys,ys_seq_share,41.6,%
critical_path,rr_startpoint,"c1.Q$_DFF_P_",
layout,final_cell_mix,"4 x dfxtp_2, 4 x buf_4, 3 x clkbuf_4, 3 x clkdlybuf4s50_1, 3 x clkdlybuf4s15_1",
routing,drtPass1Iterations,2,
die,num_rows,21,
die,fp_util,5.64,%
worst_hold_path,min-delay-start,"c1.Q$_DFF_P_",
clock_network,cts_buffer_depth,2,
global_route,grt_overflow_total,0,
critical_path,reg2reg_depth,2,
critical_path,path_max_fanout,3,
yosys,synth_top_cell_by_area,"dfxtp_1",
yosys,syn_area,193,um^2
clock_network,clkTransAtPathRegs,0.04,ns
clock_network,ctsRootBufferMaster,"clkbuf_4",
critical_path,worstReg2RegEnd,"c0.Q$_DFF_P_",
routing,wl_met2,337,um
yosys,postSynthCellCount,19,
routing,routed_wl,538,um
job,openroad.warnings,27,
clock_network,cts_max_level,1,
routing,wl_per_cell,7.17,um
die,pin_count,8,
routing,top_layer,"met4",
worst_hold_path,hold_end,"c0.Q$_DFF_P_",
layout,area_growth,79.9,%
yosys,yosys_area,193,um^2
clock_network,post_cts_buffers,0,
critical_path,required,1.16,ns
final_timing,fmaxAchievable,0.963,GHz
routing,met1Wirelength,135,um
layout,fin_area,347,um^2
final_timing,hold_viol,0,
routing,drc,0,
clock_network,clock_sinks,4,
layout,fin_util,10.1,%
final_timing,fin_crit_sh,104,%
worst_hold_path,hold_class,"register to register",
critical_path,crit_path_start_kind,"register",
clock_network,worstSkewPairLatency,0.23,ns
global_route,track_usage,1.60,%
critical_path,worst-setup-path-type,"register to register",
die,die_x,80,um
final_timing,skew,0.00186,ns
global_route,grt_max_degree,6,
final_timing,min_period,1.04,ns
yosys,top_area_share,41.6,%
final_timing,whs,0.525,ns
yosys,ys.flops,4,
routing,drt_iter0_drc,10,
die,dieArea,6400,um^2
pwr,ir_worst_vdd,0.000117,V
placement,postPlaceCellArea,322,um^2
routing,viasPerCell,2.32,
die,core_area,3420,um^2
run_status,violations,"setup timing",
yosys,synth.area.top_cells,"dfxtp_1 42%, buf_4 16%, a21bo_2 5.2%, nor3_1 5.2%, or4b_1 5.2%",
die,die_h,80,um
final_timing,setup_slack,-0.0379,ns
routing,met3_length,29,um
final_timing,rsz0062_at_grt,"yes",
final_timing,slew-limit-headroom,79.3,%
placement,dp_hpwl,452,um
worst_hold_path,hold_depth,2,
final_timing,setup_viol,1,
global_route,grt_first_pass_wirelength,828,um
global_route,grt_pass1_vias,190,
## per-layer routing
layer | up-vias | GRT usage, %
li1 | 86 | -
met1 | 83 | 1.19
met2 | 3 | 3.13
met3 | 2 | 0.341
met4 | 0 | 1.58
met5 | - | 0
## where the power goes
part,internal (uW),leakage [uW],switching [uW]
logic,36.3,0.0000716,19.6
registers,170,0.0000343,4.83
clock network,134,0.0000138,63.8
## final cells by class
class	count	area, um^2	share of cell area, %
clock buffers	3	22.5	6.50
multi-input cells	11	82.6	23.8
flip-flops and latches	4	85.1	24.5
well taps	46	57.6	16.6
repair buffers	11	98.8	28.5
## cell usage after synthesis
library cell and number:
o21bai_1 1, buf_4 4, nand3b_1 1, nand4b_1 1, nor3_1 2, a21bo_2 1, dfxtp_1 4, o21a_1 1
a211oi_1 1, a21oi_1 1, or4b_1 1, xnor2_1 1
## cell families (layout without fill, tap and decap cells)
family / Yosys count / after routing / synth area share [%]
flip-flops: 4 / 4 / 41.6
AND-OR/OR-AND: 5 / 5 / 19.5
buffers and inverters: 4 / 14 / 15.6
XOR/XNOR: 1 / 1 / 4.55
AND/OR/NAND/NOR: 5 / 5 / 18.8
## worst max path at each step
| stage | startpoint | endpoint | slack [ns] |
|---|---|---|---|
| 4_1_cts | c1.Q$_DFF_P_ | c0.Q$_DFF_P_ | -0.03 |
| 5_1_grt | c1.Q$_DFF_P_ | c0.Q$_DFF_P_ | -0.06 |
| 6_report | c1.Q$_DFF_P_ | c0.Q$_DFF_P_ | -0.04 |
## per-stage QoR
| stage | setup slack (ns) | total power [uW] | TNS (ns) | cells |
|---|---|---|---|---|
| final | -0.0379 | 428 | -0.0379 | 75 |
| after CTS | -0.0340 | 440 | -0.0377 | 75 |
| after detailed placement | -0.117 | 236 | -0.506 | 72 |
| after floorplan | 0.00112 | 203 | 0 | 19 |
| after global placement | -0.105 | 235 | -0.462 | 72 |
| after global routing | -0.0574 | 451 | -0.0715 | 75 |
## worst max-delay path, cell delays in order, from the launching register on
cell and delay (ns):
dfxtp_2 0.31, or4b_1 0.51, a21oi_1 0.14
## state kept, by name, indices dropped and copies added (netlist names)
name  flops
c0.Q      1
c1.Q      1
c2.Q      1
c3.Q      1
## repair_timing
item                                    CTS  global route
hold buffers                              0             0
endpoints found under the setup margin    5             3
cloned                                    0             0
resized                                  10             0
hold endpoints to repair                  0             0
Power is estimated from default activity; no workload was simulated.
