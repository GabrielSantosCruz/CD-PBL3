## flow/config.mk

```make
export PLATFORM = sky130hd
export DESIGN_NAME = pbl2
export DESIGN_NICKNAME = pbl2
export VERILOG_FILES = /design/flow/design.v
export SDC_FILE = /design/flow/constraint.sdc
export NUM_CORES = 4
export LEC_CHECK = 1
export CORE_UTILIZATION = 30
```

## flow/constraint.sdc

```tcl
current_design pbl2

set clk_period 1.0
set clk_io_pct 0.2

create_clock -name clk0 -period $clk_period [get_ports {clock}]

set non_clock_inputs [all_inputs -no_clocks]
set_input_delay [expr $clk_period * $clk_io_pct] -clock clk0 $non_clock_inputs
set_output_delay [expr $clk_period * $clk_io_pct] -clock clk0 [all_outputs]
```

## flow/design.v

```verilog
module clock_divisor (clock, J, K, divided_clock);
	input clock, J, K;
	output divided_clock;
	reg w0, w1, w2, Q;  
	always @(posedge clock) begin
		w0 <= !(w2 & J);
		w1 <= !(K & Q);
		Q <= !(w0 & w2);
		w2 <= !(Q & w1);
	end
	assign divided_clock = Q;  
endmodule
module counter_9to0(clock, bcd, Bs, Vs, Error);  
    input clock, Bs, Vs, Error;
	output [3:0] bcd;
	wire A, B, C, D;  
	wire d0, d1, d2, d3;  
    assign d3 = (!D) && (Bs || Vs) && !Error;
	assign d2 = (B & !C & !D | A & !D | C & D) && !Error;
	assign d1 = (A & !D | B & D | B & C) && (Bs || Vs) && !Error;
	assign d0 = (!A & !B & !C & !D || A & D) && (Bs || Vs) && !Error;
	flipflop_D c0(.D(d3), .clock(clock), .Q(A));
	flipflop_D c1(.D(d2), .clock(clock), .Q(B));
	flipflop_D c2(.D(d1), .clock(clock), .Q(C));
	flipflop_D c3(.D(d0), .clock(clock), .Q(D));
	assign bcd[3] = A;
	assign bcd[2] = B;
	assign bcd[1] = C;
	assign bcd[0] = D;
endmodule 
module decoder_7seg(bcd, A, B, C, D, E, F, G);
	input [3:0] bcd;
	output A, B, C, D, E, F, G;
	wire bcdA, bcdB, bcdC, bcdD;
	assign a = bcd[3];
	assign b = bcd[2];
	assign c = bcd[1];
	assign d = bcd[0];
	assign A = (!a & !b & !c & d || b & !c & !d);
	assign B = (b & !c & d || b & c & !d);
	assign C = (!b & c & !d);
	assign D = (!a & !b & !c & d || b  & !c & !d || b & c & d);
	assign E = (d || b & !c);
	assign F = (!a & !b & d || !b & c || c & d);
	assign G = (!a & !b & !c || b & c & d);
endmodule
module flipflop_D(D, clock, Q);
	input D, clock;
	output reg Q;
	always @(posedge clock) begin
		Q <= D;
	end
endmodule
module from_50mhz_to_1hz (clock, one_second_clock, led_matriz_clock);
	input clock;
	output one_second_clock, led_matriz_clock;
	wire w0, w1, w2, w3, w4, w5, w6, w7, w8, w9,
	w10, w11, w12, w13, w14, w15, w16, w17, w18,
	w19, w20, w21, w22, w23;
	clock_divisor d0(.clock(clock), .divided_clock(w0));
	clock_divisor d1(.clock(w0), .divided_clock(w1));  
	clock_divisor d2(.clock(w1), .divided_clock(w2));  
	clock_divisor d3(.clock(w2), .divided_clock(w3));  
	clock_divisor d4(.clock(w3), .divided_clock(w4));  
	clock_divisor d5(.clock(w4), .divided_clock(w5));  
	clock_divisor d6(.clock(w5), .divided_clock(w6));  
	clock_divisor d7(.clock(w6), .divided_clock(w7));  
	clock_divisor d8(.clock(w7), .divided_clock(w8));  
	clock_divisor d9(.clock(w8), .divided_clock(w9));  
	clock_divisor d10(.clock(w9), .divided_clock(w10));  
	clock_divisor d11(.clock(w10), .divided_clock(w11));  
	clock_divisor d12(.clock(w11), .divided_clock(w12));  
	clock_divisor d13(.clock(w12), .divided_clock(w13));  
	clock_divisor d14(.clock(w13), .divided_clock(led_matriz_clock));  
	clock_divisor d15(.clock(led_matriz_clock), .divided_clock(w14));  
	clock_divisor d16(.clock(w14), .divided_clock(w15));  
	clock_divisor d17(.clock(w15), .divided_clock(w16));  
	clock_divisor d18(.clock(w16), .divided_clock(w17));  
	clock_divisor d19(.clock(w17), .divided_clock(w18));  
	clock_divisor d20(.clock(w18), .divided_clock(w19));  
	clock_divisor d21(.clock(w19), .divided_clock(w20));  
	clock_divisor d22(.clock(w20), .divided_clock(w21));  
	clock_divisor d23(.clock(w21), .divided_clock(w22));  
	clock_divisor d24(.clock(w22), .divided_clock(w23));  
	clock_divisor d25(.clock(w23), .divided_clock(one_second_clock));  
endmodule
module led_column_alternator(clock, column);
	input clock;
	output reg [4:0] column;
	initial begin
		column = 5'b00001;  
	end
	always @(posedge clock) begin
		column <= {column[3:0], column[4]};  
	end
endmodule
module pbl2
	(H, M, L, Bs, Vs, clock, one_second_clock,
	led_matriz_clock, bcd, column, lines, A, B,
	C, D, E, F, G, bcd_10s, bcd_1m, bcd_10m,
	seven_seg_digit, Error);
	input H, M, L, Bs, Vs, clock, Error;
	output one_second_clock, led_matriz_clock;
	output A, B, C, D, E, F, G;
	output [3:0] seven_seg_digit;
	output [4:0] column;
	output [6:0] lines;
	output [3:0] bcd, bcd_10s, bcd_1m, bcd_10m;
	from_50mhz_to_1hz d0(.clock(clock), .led_matriz_clock(led_matriz_clock), .one_second_clock(one_second_clock));
	led_column_alternator alt0(.clock(led_matriz_clock), .column(column));
	assign lines[3] = 1;  
	assign lines[0] = !(L);
	assign lines[1] = !(M);
	assign lines[2] = !(H);
	assign lines[6] = !((Bs && (column[3] || column[2] || column[1] || column[0])) || Vs);
	assign lines[5] = !((Bs && (column[4] || column[2])) || (Vs && (column[4] || column[2] || column[0])));
	assign lines[4] = !((Bs && (column[3] || column[2] || column[1] || column[0])) || (Vs && (column[4] || column[3] || column[2] || column[0])));
	counter_9to0 bcd0(.clock(one_second_clock), .bcd(bcd), .Bs(Bs), .Vs(Vs), .Error(Error));  
	seven_seg_digit_alt alt1(.clock(led_matriz_clock), .digit(seven_seg_digit));
	wire A_1s, B_1s, C_1s, D_1s, E_1s, F_1s, G_1s;
	wire A_10s, B_10s, C_10s, D_10s, E_10s, F_10s, G_10s;
	wire A_1m, B_1m, C_1m, D_1m, E_1m, F_1m, G_1m;
	wire A_10m, B_10m, C_10m, D_10m, E_10m, F_10m, G_10m;
	decoder_7seg enc0(.bcd(bcd), .A(A_1s), .B(B_1s), .C(C_1s), .D(D_1s), .E(E_1s), .F(F_1s), .G(G_1s));  
	wire wd0, wd1, wd2, wd3;
	assign wd0 = seven_seg_digit[0];
	assign wd1 = seven_seg_digit[1];
	assign wd2 = seven_seg_digit[2];
	assign wd3 = seven_seg_digit[3];
	assign A = (!wd0 & A_1s) || (!wd1 & A_10s) || (!wd2 & A_1m) || (!wd3 & A_10m);
	assign B = (!wd0 & B_1s) || (!wd1 & B_10s) || (!wd2 & B_1m) || (!wd3 & B_10m);
	assign C = (!wd0 & C_1s) || (!wd1 & C_10s) || (!wd2 & C_1m) || (!wd3 & C_10m);
	assign D = (!wd0 & D_1s) || (!wd1 & D_10s) || (!wd2 & D_1m) || (!wd3 & D_10m);
	assign E = (!wd0 & E_1s) || (!wd1 & E_10s) || (!wd2 & E_1m) || (!wd3 & E_10m);
	assign F = (!wd0 & F_1s) || (!wd1 & F_10s) || (!wd2 & F_1m) || (!wd3 & F_10m);
	assign G = (!wd0 & G_1s) || (!wd1 & G_10s) || (!wd2 & G_1m) || (!wd3 & G_10m);
	wire twenty_five_minutes, twenty_minutes, fifteen_minutes, ten_minutes, zero_minutes;
	assign twenty_five_minutes = (!bcd_10m[3] & !bcd_10m[2] & bcd_10m[1] & !bcd_10m[0]) & (!bcd_1m[3] & bcd_1m[2] & !bcd_1m[1] & bcd_1m[0]);
	assign twenty_minutes = (!bcd_10m[3] & !bcd_10m[2] & bcd_10m[1] & !bcd_10m[0]) & (!bcd_1m[3] & !bcd_1m[2] & !bcd_1m[1] & !bcd_1m[0]);
	assign fifteen_minutes = (!bcd_10m[3] & !bcd_10m[2] & !bcd_10m[1] & bcd_10m[0]) & (!bcd_1m[3] & bcd_1m[2] & !bcd_1m[1] & bcd_1m[0]);
	assign ten_minutes = (!bcd_10m[3] & !bcd_10m[2] & !bcd_10m[1] & bcd_10m[0]) & (!bcd_1m[3] & !bcd_1m[2] & !bcd_1m[1] & !bcd_1m[0]);
	assign zero_minutes = (!bcd[3:0]) & (!bcd_10s[3:0]) & (!bcd_1m[3:0]) & (!bcd_10m[3:0]);
endmodule
module seven_seg_digit_alt(clock, digit);
	input clock;
	output reg [3:0] digit;
	initial begin
		digit = 4'b1110;  
	end
	always @(posedge clock) begin
		digit <= {digit[2:0], digit[3]};  
	end
endmodule
```

## flow/run.sh

```bash
#!/bin/bash
# OpenROAD 26Q1-2900-gdf79404cd8, Yosys 0.63+post, stock flow scripts
make -C /OpenROAD-flow-scripts/flow DESIGN_CONFIG=/design/flow/config.mk WORK_HOME=/design/flow/orfs finish
```

==> impl_metrics.env <==
# yosys + openroad results
export IMPL_common_cells="65 x dfxtp_1, 57 x inv_1, 17 x buf_4, 6 x a21oi_1"
export IMPL_synth_avg_cell_area_um2=10.8
export IMPL_warnings=25
export IMPL_rsz0062_at_grt="false"
export IMPL_hold_path_class="flip-flop to flip-flop"
export IMPL_areaGrowthSynthToFinish_pct=19.8
export IMPL_ys_chip_area_um2=1890
export IMPL_dp_hpwl_mm=1.68
export IMPL_port_buffers=34
export IMPL_grt_pass1_vias=847
export IMPL_status="complete, no violations"
export IMPL_drt_iter0_markers=25
export IMPL_cp_max_fo=3
export IMPL_num_rows=28
export IMPL_critPathLaunchType="input port"
export IMPL_grt_first_pass_wirelength_mm=3.42
export IMPL_die_w_um=81.3
export IMPL_drt_first_pass_iters=4
export IMPL_finalClockPeriodUsage_pct=93.5
export IMPL_ant_nets=0
export IMPL_top_register="alt0.column"
export IMPL_post_route_min_period_ns=0.935
export IMPL_required_ns=0.80
export IMPL_edf_count=0
export IMPL_synth_flops=65
export IMPL_pre_cts_ws_ns=-0.645
export IMPL_async_flop_share_pct=0
export IMPL_cts_tree="built"
export IMPL_r2r_slack_ns=0.53
export IMPL_cts_max_level=1
export IMPL_yosys_stat_cells=175
export IMPL_leakage_nw=0.832
export IMPL_vias=1014
export IMPL_clk_path_buf_depth=2
export IMPL_largestRegisters="alt0.column x5, alt1.digit x4"
export IMPL_grt_antenna_before_repair=0
export IMPL_largest_register_ffs=5
export IMPL_ys_warn_count=93
export IMPL_grt_overflow_total=0
export IMPL_wire_per_inst_um=7.31
export IMPL_maxCapViolCount=0
export IMPL_unclocked_regs=63
export IMPL_slew_viol_final=0
export IMPL_worstSetupEndpointType="output port"
export IMPL_ir_drop_uv=700
export IMPL_flop_cell="dfxtp_1"
export IMPL_yosysSeqAreaShare_pct=69.0
export IMPL_most_common_cell="dfxtp_1"
export IMPL_setup_ws_ns=0.0654
export IMPL_avgViaCountPerCell=3.60
export IMPL_cts_root_buf="clkbuf_8"
export IMPL_crit_type="input port to output port"
export IMPL_top_area_share_pct=69.0
export IMPL_synth_top_cell_by_area="dfxtp_1"
export IMPL_drive_gt1_share_pct=6.28
export IMPL_numCtsBuffers=3
export IMPL_initCoreUtil_pct=31.5
export IMPL_cts_hold_buf=0
export IMPL_dpl_cell_area_um2=2220
export IMPL_die_area_um2=6610
export IMPL_globalplace_congestion=0.689
export IMPL_cp_arrival_ns=0.73
export IMPL_wl_mm=2.06
export IMPL_core_area_um2=5990
export IMPL_hold_violations=0
export IMPL_untimed_endpoints=85
export IMPL_setup_viol=0
export IMPL_area_leaders="dfxtp_1 69%, inv_1 11%, buf_4 6.8%"
export IMPL_drc_errors=0
export IMPL_cellPowerDensity_nw_per_um2=199
export IMPL_ys_types=26
export IMPL_synth_area_um2=1890
export IMPL_num_io_pins=48
export IMPL_fmax_mhz=1070
export IMPL_antenna_cells=0
export IMPL_grt_use_total_pct=6.43
export IMPL_skew_ns=0.000255
export IMPL_final_cell_area_um2=2260
export IMPL_clk_latency_ns=0.21
export IMPL_die_h_um=81.3
export IMPL_grt_max_degree=17
export IMPL_postSynthCellCount=175
export IMPL_clk_pin_slew_ns=0.03
## metal layers
layer	routed length (um)	part of all wire [%]	global-route usage, %	vias to the layer above
met5	0	0	0	-
met4	14	0.68	0.893	0
met3	184	8.9	0.570	2
met2	816	40	10.5	40
met1	1050	51	9.68	436
li1	-	-	-	536
## repair_timing
| action | CTS | global route |
|---|---|---|
| endpoints found under the setup margin | 6 | 2 |
| pin swaps | 2 | 1 |
| endpoints found under the hold margin | 0 | 0 |
| resized | 23 | 1 |
| buffers inserted | 2 | 0 |
## cell type report
type / instances / area, um2
inverter: 57 / 214
clock buffer: 3 / 41.3
fill: 578 / 3730
multi-input combinational: 45 / 267
timing repair buffer: 37 / 344
sequential: 65 / 1300
tap: 75 / 93.8
## placed cells by master (no fill, tap or decap)
master and n:
or2b_1 1, a221oi_2 1, o22a_1 1, nor3_1 1, a21boi_0 1, dlygate4sd2_1 7
or4_1 2, nand2_1 2, a31oi_1 1, buf_6 2, a21oi_1 5, xnor2_1 1
buf_2 3, dfxtp_1 65, buf_4 2, a211oi_1 1, clkdlybuf4s50_1 23, a21oi_2 1
nor2_1 3, or3_4 1, a221oi_1 1, o21bai_1 1, inv_1 57, nand2b_1 3
nor3b_1 1, nand3_1 1, o41a_1 1, or3b_1 1, clkbuf_8 3, conb_1 13
o21ai_0 1
## worst max-delay path: stages
cell     delay (ns)
buf_6          0.10
o41a_1         0.11
buf_4          0.14
a21oi_2        0.09
buf_2          0.09
## logic make-up (layout without fill, tap and decap cells)
kind of cell / Yosys count / in the layout / share of synthesized area [%]
simple gates: 16 / 16 / 5.17
compound gates: 15 / 15 / 5.70
other cells: 2 / 13 / 0.398
flops: 65 / 65 / 69.0
buf+inv: 76 / 97 / 19.3
xor+xnor: 1 / 1 / 0.464
## stage by stage
step | util [%] | std cells | total power, mW | hold WS [ns] | setup TNS [ns]
after global routing | 37.7 | 282 | 0.472 | 0.385 | 0
after detailed placement | 37.1 | 277 | 0.136 | 0.355 | -2.65
after floorplan | - | 186 | 0.125 | 0.338 | 0
final | 37.7 | 282 | 0.449 | 0.358 | 0
after global placement | 37.1 | 277 | 0.137 | 0.345 | -2.62
after CTS | 37.6 | 282 | 0.460 | 0.361 | 0
## worst paths after layout
kind             from  endpoint  cells after the start
max                Bs  lines[4]                      5
min          d0.d0.w2   d0.d0.Q                      1
max reg2reg   d0.d0.Q  d0.d0.w2                      1
min reg2reg  d0.d0.w2   d0.d0.Q                      1
## report_power, final
group          total [mW]  switching (mW)  internal (mW)
Sequential         0.0811               0         0.0811
Clock               0.321          0.0660          0.255
Combinational      0.0470          0.0147         0.0323
Power is estimated from default activity; no workload was simulated.
