### config.mk
export PLATFORM = sky130hd
export DESIGN_NAME = pbl1
export DESIGN_NICKNAME = pbl1
export VERILOG_FILES = /design/flow/design.v
export SDC_FILE = /design/flow/constraint.sdc
export NUM_CORES = 4
export LEC_CHECK = 1
export CORE_AREA = 10 10 70 70
export DIE_AREA = 0 0 80 80
### constraint.sdc
current_design pbl1

set clk_period 1.0
set clk_io_pct 0.2

create_clock -name clk0 -period $clk_period

set non_clock_inputs [all_inputs -no_clocks]
set_input_delay [expr $clk_period * $clk_io_pct] -clock clk0 $non_clock_inputs
set_output_delay [expr $clk_period * $clk_io_pct] -clock clk0 [all_outputs]
### design.v
module pbl1 (
  input H, M, L, Ua, Us, T, 
  output Ve, Bs, Vs, Al, E
);
  wire W0, W1, W2, W3, W4, W5, W6, W7, W8, W9, W10, W11, W12, W13, W14;
	nor nor0 (W0, Al, H);
	nor nor1 (W1, H, M, L);
	or or0 (Ve, W0, W1);
  not not0 (W2, L);
  and and0 (W3, W2, M);
  not not1 (W4, M);
  and and1 (W5, W4, H);
  or or1 (E, W3, W5);
	nand nand0 (W6, M, L);
	and and2 (W7, W6, H);
	nor nor2 (W8, H, L);
	or or2 (Al, W8, W7);
  nor nor3 (Bs, Us, Vs, Al);
  nand nand1 (W9, Ua, T);
	nor nor4 (W10, W9, Us);
	nor nor5 (W11, Us, T, M);
	and and3 (W12, W11, Ua);
	or or3 (W13, W10, W12);
	not not2 (W14, Al);
	and and4 (Vs, W13, W14);
endmodule
### run.sh
#!/bin/bash
# OpenROAD 26Q1-2900-gdf79404cd8, Yosys 0.63+post, stock flow scripts
make -C /OpenROAD-flow-scripts/flow DESIGN_CONFIG=/design/flow/config.mk WORK_HOME=/design/flow/orfs finish
==> commit_impl_results.txt <==
Add synthesis and place-and-route results

- The flow ran to the end, but the final reports show violations.
- Violated checks: setup timing
- Die Ht: around 80 um
* Placeable core region: ~0.0034 mm^2
- Max Cap Violations: 0
- DP Worst Slack: -0.756 ns
- In this build the clock could be raised as far as 0.943 GHz.
* Total count of max-transition violations in the final report: 0
* Hold violation count in the final report: 0
- In the final routed layout, each cell accounts on average for approximately 5.8 um.
- Area growth syn-to-layout: 262%
- Yosys adder share: 0
- Largest net degree at the start of global routing: 4
* Number of top-level pins: 11
* Post-synthesis simple-gate area fraction: 0.667
- Using the TritonRoute via totals, the vias-per-cell ratio works out to 1.93.
- The timing report attributes the biggest portion of critical-path delay to buffers and inverters.
- Row Count: 21
- Slew Limit Headroom: 0.878
- Number of distinct library cells after synthesis: 8
- Biggest cell delay along the critical path: roughly 0.13 ns
- For this run, the register share of the synthesized area comes to 0.
- Crit path top cell by count: sky130_fd_sc_hd__buf_6
- Worst voltage drop across the vdd grid: between 0.03 and 0.04 mV
* Kind of capture point of the worst setup path: primary output
- The total overflow left after global routing is 0.
- Maximum fanout encountered on the critical timing path: 3
* Global-route total usage across every layer: 0.0104
- Area fraction in mux cells: 0
- Across the whole layout, storage elements account for 0 um^2.
- Total inserted antenna cells: 0
* Total die size: between 0.006 and 0.007 mm^2
- Sequential cell count: 0
- The routed design could run at a clock period as short as 1.06 ns.
* Comb area leader: simple AND/OR/NAND/NOR gates
- The flow reported a cell area power density of roughly 310 mW/mm^2.
- The placement report lists the number of port buffers as 11.
- Worst Path Class, Setup: input port to primary output
- Adding up every negative setup slack in the final design gives -0.0981 ns.
- Final setup violating endpoints: 2
- The via count of the first global-routing pass came to 131.
* Most common library cell in the layout ignoring fill and taps: sky130_fd_sc_hd__buf_6
- The type recorded for the worst min-delay path is input port to primary output.
- The script reports the combined buffer and inverter count of the critical path as 4.
- Leaving out fill and tap cells, the most frequent cells in the layout are 4 x sky130_fd_sc_hd__buf_6, 3 x sky130_fd_sc_hd__buf_2, 3 x sky130_fd_sc_hd__clkbuf_2, 3 x sky130_fd_sc_hd__dlygate4sd2_1, 3 x sky130_fd_sc_hd__buf_4.
- The critical path's slowest stage uses the library cell sky130_fd_sc_hd__buf_2.
- Of the total synthesized cell area, the portion taken by XOR and XNOR cells is 0.
* Cells after Synth: 12
- Final wirelength: between 400 and 500 um
* Final hold slack: 0.644 ns
- The number of antenna violations at the first check in global routing was 0.
- In the routed design, unresolved DRC markers number 0.
- The detail route stage leaves a number of antenna-violating nets equal to 0.
- Number of clock-tree buffers in the layout: 0
- From left edge to right edge, the die measures around 80 um.
* Complex-gate fraction of the synthesized area: 0.190
- Violation count after the first detailed-route iteration: 0
* Synth Area per Inst: 6.57 um^2
* Yosys Chip Area: about 80 um^2
* Vias: 143
* Share of final-layout standard cells stronger than drive strength 1: 0.821
* Worst Path Required: 0.80 ns
- Iteration count of the initial detailed-routing pass: 1
* Cell area after technology mapping: 78.8 um^2
- Setup repair after global routing could not meet its margin everywhere.
- The critical path goes through buf_6 > nand2b_4 > buf_6 > buf_6 > nand2_2 > nor4_2 > buf_2.
- The final timing summary puts the cycle share of the worst path at 1.06.
- Number of cells in Yosys stat: 12
- The power report puts the leakage power at roughly 0.13 nW.
- The critical path in the final layout is reported with a setup slack of -0.0602 ns.
- The HPWL after detailed placement is between 300 and 400 um.
* Least-Margin Pin Slew: between 0.15 and 0.2 ns
* Placer Congestion: 0.786
- Global-route wire length before repair: 565 um
- At the floorplan stage, the core utilization is reported as 0.0231.
- The warning tally printed by Yosys for this design is 0.
- The tool warning count for the run is 34.
* Setup crit start kind: input port
* WP data arrival: roughly 0.86 ns
- For this design, the CTS-stage hold fixing added 0 buffers.
-- routing by layer --
metal,track usage,vias up,wire [um]
li1,-,72,-
met1,0.0138,61,209
met5,0,-,0
met2,0.0152,10,168
met4,0,0,0
met3,0.00568,0,52
-- worst min-delay path, cell delays in order --
cell,delay (ns)
sky130_fd_sc_hd__buf_2,0.11
sky130_fd_sc_hd__nand2_2,0.04
sky130_fd_sc_hd__clkbuf_2,0.09
-- cells by family after synthesis --
group / Yosys count
AND-OR/OR-AND: 3
AND/OR/NAND/NOR: 6
buffers and inverters: 3
-- final cells by class --
type,instances,area [um^2]
Multi-Input combinational cell,9,92.6
Tap cell,46,57.6
Timing Repair Buffer,16,124
Inverter,3,11.3
Fill cell,399,3130
-- metrics by stage --
stage | utilization | total power [mW] | area (um^2) | instances
after floorplan | - | 0.0191 | 78.8 | 12
after global placement | 0.0744 | 0.0743 | 254 | 70
after detailed placement | 0.0744 | 0.0758 | 254 | 70
after CTS | 0.0799 | 0.0780 | 273 | 72
after global routing | 0.0835 | 0.0980 | 285 | 74
final | 0.0835 | 0.0884 | 285 | 74
-- final timing paths --
path	from	end	cells after the start
min	L	Al	3
max	M	Vs	7
-- cells in the mapped netlist (all sizes together) --
cell    instances  area share
nor4            1        0.16
nor2b           1        0.11
nand2b          1        0.17
inv             3        0.14
a21oi           2        0.13
nand2           2       0.095
o21ai           1       0.063
nor3            1        0.13
-- timing repair --
action	CTS	global route
endpoints found under the setup margin	5	4
buffers inserted	2	3
gates resized	33	10
pin swaps	3	3
-- power breakdown --
| group | total (mW) | leakage [nW] | internal [mW] | switching [mW] |
|---|---|---|---|---|
| Clock | 0 | 0 | 0 | 0 |
| Combinational | 0.0884 | 0.126 | 0.0543 | 0.0340 |
| Sequential | 0 | 0 | 0 | 0 |
| Total | 0.0884 | 0.126 | 0.0543 | 0.0340 |
Power is estimated from default activity; no workload was simulated.
